$ cat run.sh
#!/bin/bash
# OpenROAD 26Q1-2900-gdf79404cd8, Yosys 0.63+post, stock flow scripts
make -C /OpenROAD-flow-scripts/flow DESIGN_CONFIG=/design/flow/config.mk WORK_HOME=/design/flow/orfs finish
$ cat config.mk
export PLATFORM = sky130hd
export DESIGN_NAME = ant
export DESIGN_NICKNAME = ant
export VERILOG_FILES = /design/flow/design.v
export SDC_FILE = /design/flow/constraint.sdc
export NUM_CORES = 4
export LEC_CHECK = 1
export CORE_UTILIZATION = 30
$ cat constraint.sdc
current_design ant

set clk_period 24.3
set clk_io_pct 0.2

create_clock -name clk0 -period $clk_period [get_ports {newLocClock}]
create_clock -name clk1 -period $clk_period [get_ports {rand_clk}]

set non_clock_inputs [all_inputs -no_clocks]
set_input_delay [expr $clk_period * $clk_io_pct] -clock clk0 $non_clock_inputs
set_output_delay [expr $clk_period * $clk_io_pct] -clock clk0 [all_outputs]
$ cat design.v
	parameter [5:0] X_bits=8;  
	parameter [X_bits-1:0] PIXELS_X=160;  
	parameter [5:0] Y_bits=7;  
	parameter [Y_bits-1:0] PIXELS_Y=120;  
	parameter [5:0] ANT_bits=34;  
	parameter [6:0] ANT_num_bits=10;
	parameter [ANT_num_bits-1:0] ANT_num=2;  
	parameter [2:0] NEST_num_bits=4;  
	parameter [NEST_num_bits-1:0] NEST_num=2;  
	parameter [2:0] SUGARPATCH_num_bits=4;  
	parameter [SUGARPATCH_num_bits-1:0] SUGARPATCH_num=4;  
	parameter [4:0] SIGNAL_bits=15;  
	parameter [SIGNAL_bits-1:0] ANT_SIGNAL_SPEW_RATE=2^12;  
	parameter [15:0] SIGNAL_DISP_MIN=2^3;
	parameter [15:0] SIGNAL_DISP_MAX=2^9;
	parameter [X_bits-1:0] NEST_RADIUS=4;	
	parameter [X_bits-1:0] SUGARPATCH_RADIUS=5;	
	parameter DEBUG_MODE=0;
	parameter DEBUG_RENDER_LOCS=1;
	parameter DEBUG_SETUP_ONLY=0;
	parameter DEBUG_SLOWDOWNFACTOR     = 50000000 * 2;
	parameter DEBUG_SLOWDOWNFACTOR_NLC = 50000000 / 2000;
module ant (
	input newLocClock,     
	input rand_clk,
	input setup_clk,
	input RESET,  
	input SET,
	input SETUP_PHASE,
	input [ANT_bits - 1:0] D_IN,
	input [7:0] seed,
	input onSugar,
	input [7:0][SIGNAL_bits-1:0] surrounding_signals,
	input moveNow,
	input global_writing_flag,
	input [X_bits-1:0] render_X,
	input [Y_bits-1:0] render_Y,
	output 		 renderAnt,
	output [X_bits-1:0] ColonyX,  
	output [Y_bits-1:0] ColonyY,  
	output [X_bits-1:0] X,
	output [Y_bits-1:0] Y,
	output [2:0] dir,
	output 		 mouthFull,
	output 		 collecting_sugar,
	output		 dropping_sugar,
	output       [1:0] state_debug
);
wire[ANT_bits-1:0] DATA, reg_in, comb_out;
wire LD, co_mouthFull, localClock; 
wire [7:0] randVal;
wire [15:0] nest_smell_left, nest_smell_right, nest_smell_front;
wire [X_bits-1:0] left_X, front_X, right_X, co_X;
wire [Y_bits-1:0] left_Y, front_Y, right_Y, co_Y;
wire [2:0] next_dir, wiggled_dir, co_next_dir;
wire [SIGNAL_bits-1:0] smell_left, smell_front, smell_right;
assign smell_left = surrounding_signals[dir-8'h01];
assign smell_front = surrounding_signals[dir];
assign smell_right = surrounding_signals[dir+8'h01];
assign comb_out = {ColonyX,ColonyY,co_mouthFull,co_next_dir,co_X, co_Y};
assign ColonyX = DATA[(X_bits+X_bits-1+Y_bits+Y_bits+4):(X_bits+Y_bits+Y_bits+4)];
assign ColonyY = DATA[X_bits+Y_bits+Y_bits-1+4:X_bits+Y_bits+4];
assign mouthFull = DATA[X_bits+Y_bits+3];
assign dir = DATA[(X_bits+Y_bits+2):(X_bits+Y_bits)];
assign X = DATA[(X_bits-1+Y_bits):Y_bits];
assign Y = DATA[Y_bits-1:0];
assign localClock = (SETUP_PHASE? setup_clk : newLocClock);
enum logic [1:0] {  NOT_MOVED, MOVED, WAIT_FOR_WRITE} state, nextState;
wire movedYet;
assign state_debug = state;
always_comb begin
	nextState = state;
	movedYet = 0;
	unique case (state)
		WAIT_FOR_WRITE: begin
			if(global_writing_flag)
				nextState = NOT_MOVED;
			movedYet = 1;
		end
		NOT_MOVED: begin
			if(moveNow)
				nextState = MOVED;
			movedYet = 0;
		end	
		MOVED: begin
			if(global_writing_flag)
				nextState = NOT_MOVED;
			movedYet = 1;
		end
	endcase
end
register #(.N(ANT_bits)) the_self(.Ld(LD),.Clk(localClock),.Clr(RESET),
						.Data_In(reg_in),.Data_Out(DATA));
random_8 magical_heart_of_whimsy(.rand_clk(rand_clk),.LD_seed (SET),.seed(seed),.value(randVal));
ant_front_locs hippocampus(.X(X),.Y(Y),.dir(dir),
			.left_X(left_X),.left_Y(left_Y),.front_X(front_X),.front_Y(front_Y),.right_X(right_X),.right_Y(right_Y));
ant_nest_sniffer leftAntenna(.sniffX(left_X),.sniffY(left_Y),.ColonyX(ColonyX),.ColonyY(ColonyY),
			.nest_stench(nest_smell_left));
ant_nest_sniffer facesmell(.sniffX(front_X),.sniffY(front_Y),.ColonyX(ColonyX),.ColonyY(ColonyY),
			.nest_stench(nest_smell_front));
ant_nest_sniffer rightAntenna(.sniffX(right_X),.sniffY(right_Y),.ColonyX(ColonyX),.ColonyY(ColonyY),
			.nest_stench(nest_smell_right));
ant_body bode(.x(X),.y(Y),.dir(dir),
	.viewLoc_x(render_X),.viewLoc_y(render_Y),
	.renderAnt(renderAnt));
always_ff @(posedge newLocClock or posedge RESET) begin 
	if(RESET) begin
		state <= WAIT_FOR_WRITE;
	end else begin
		state <= nextState;
	end
end
assign reg_in = (SET ? D_IN : comb_out);
assign LD = (SETUP_PHASE ? SET : (moveNow&&(~movedYet)));
always_comb begin
	collecting_sugar = 1'b0;
	co_mouthFull = 1'b0;
	dropping_sugar = 1'b0;
	next_dir = DATA[21:19];
	if(mouthFull) begin  
		if((X == ColonyX) && (Y == ColonyY)) begin  
			next_dir = dir + 3'b100;
			co_mouthFull    = 1'b0;
			dropping_sugar = 1'b1;
		end else begin  
			co_mouthFull = 1'b1;
			if ((nest_smell_right > nest_smell_front) || (nest_smell_left > nest_smell_front)) begin
				if (nest_smell_right > nest_smell_left) begin
					next_dir = dir + 3'b001;  
				end else begin
					next_dir = dir - 3'b001;  
				end
			end
		end
	end else if(onSugar) begin  
		collecting_sugar = 1'b1;
		co_mouthFull = 1'b1;
		next_dir = dir + 3'b100;
	end else begin  
		if ((smell_right > smell_front) || (smell_left > smell_front)) begin
			if (smell_right > smell_left) begin
				next_dir = dir + 3'b001;  
			end else begin
				next_dir = dir - 3'b001;  
			end
		end
	end
	unique case (randVal[1:0])
		2'b00: begin
			wiggled_dir = next_dir;  
		end
		2'b11: begin
			wiggled_dir = next_dir;
		end
		2'b10: begin
			wiggled_dir = next_dir - 3'd1;
		end
		2'b01: begin
			wiggled_dir = next_dir + 3'd1;
		end
	endcase  
	co_next_dir = wiggled_dir;
	co_X = front_X;
	co_Y = front_Y;
end
endmodule
module ant_body (
	input [X_bits-1:0] viewLoc_x,
	input [Y_bits-1:0] viewLoc_y,
	input [2:0] dir,
	input [X_bits-1:0] x,
	input [Y_bits-1:0] y,
	output renderAnt
);
always_comb begin
	renderAnt = 1'b0;
	if(x == viewLoc_x && y == viewLoc_y)
        renderAnt = 1'b1;
	case (dir)
        3'b000: 
                begin  
                    if (((x-1) == (viewLoc_x) && (y-1) == (viewLoc_y)) || ((x+1) == (viewLoc_x) && (y-1) == (viewLoc_y)) || ((x) == (viewLoc_x) && (y+1) == (viewLoc_y)))
                        renderAnt = 1'b1;
                end
	    3'b001:   
                begin
                    if (((x) == (viewLoc_x) && (y-1) == (viewLoc_y)) || ((x+1) == (viewLoc_x) && (y) == (viewLoc_y)) || ((x-1) == (viewLoc_x) && (y+1) == (viewLoc_y)))
                        renderAnt = 1'b1;
                end
	    3'b010:   
                begin
                    if (((x+1) == (viewLoc_x) && (y-1) == (viewLoc_y)) || ((x-1) == (viewLoc_x) && (y) == (viewLoc_y)) || ((x+1) == (viewLoc_x) && (y+1) == (viewLoc_y)))
                        renderAnt = 1'b1;
                end
	    3'b011:   
                begin
                    if (((x-1) == (viewLoc_x) && (y-1) == (viewLoc_y)) || ((x+1) == (viewLoc_x) && (y) == (viewLoc_y)) || ((x) == (viewLoc_x) && (y+1) == (viewLoc_y)))
                        renderAnt = 1'b1;
                end
	    3'b100:   
                begin
                    if (((x) == (viewLoc_x) && (y-1) == (viewLoc_y)) || ((x-1) == (viewLoc_x) && (y+1) == (viewLoc_y)) || ((x+1) == (viewLoc_x) && (y+1) == (viewLoc_y)))
                        renderAnt = 1'b1;
                end
		    3'b101:   
                begin
                    if (((x+1) == (viewLoc_x) && (y-1) == (viewLoc_y)) || ((x-1) == (viewLoc_x) && (y) == (viewLoc_y)) || ((x) == (viewLoc_x) && (y+1) == (viewLoc_y)))
                        renderAnt = 1'b1;
                end
		    3'b110:   
                begin
                    if (((x-1) == (viewLoc_x) && (y-1) == (viewLoc_y)) || ((x+1) == (viewLoc_x) && (y) == (viewLoc_y)) || ((x-1) == (viewLoc_x) && (y+1) == (viewLoc_y)))
                        renderAnt = 1'b1;
                end
		3'b111:   
                begin
                    if (((x) == (viewLoc_x) && (y-1) == (viewLoc_y)) || ((x-1) == (viewLoc_x) && (y) == (viewLoc_y)) || ((x+1) == (viewLoc_x) && (y+1) == (viewLoc_y)))
                        renderAnt = 1'b1;
                end
        default:
            ;
    endcase 
end
endmodule
module ant_front_locs (
	input [X_bits-1:0] X,
	input [Y_bits-1:0] Y,
	input [2:0] dir,
	output [X_bits-1:0] left_X,
	output [Y_bits-1:0] left_Y,
	output [X_bits-1:0] front_X,
	output [Y_bits-1:0] front_Y,
	output [X_bits-1:0] right_X,
	output [Y_bits-1:0] right_Y
);
always_comb begin
unique case (dir)
	0: begin
		left_X = X - 8'd1;
		left_Y = Y - 7'd1;
		front_X = X;
		front_Y = Y - 7'd1;
		right_X = X + 8'd1;
		right_Y = Y - 7'd1;
	end
	1: begin
		left_X = X;
		left_Y = Y - 7'd1;
		front_X = X + 8'd1;
		front_Y = Y - 7'd1;
		right_X = X + 8'd1;
		right_Y = Y;
	end
	2: begin
		left_X = X + 8'd1;
		left_Y = Y - 7'd1;
		front_X = X + 8'd1;
		front_Y = Y;
		right_X = X + 8'd1;
		right_Y = Y + 7'd1;
	end
	3: begin
		left_X = X + 8'd1;
		left_Y = Y;
		front_X = X + 8'd1;
		front_Y = Y + 7'd1;
		right_X = X;
		right_Y = Y + 7'd1;
	end
	4: begin
		left_X = X + 8'd1;
		left_Y = Y + 7'd1;
		front_X = X;
		front_Y = Y + 7'd1;
		right_X = X - 8'd1;
		right_Y = Y + 7'd1;
	end
	5: begin
		left_X = X;
		left_Y = Y + 7'd1;
		front_X = X - 8'd1;
		front_Y = Y + 7'd1;
		right_X = X - 8'd1;
		right_Y = Y;
	end
	6: begin
		left_X = X - 8'd1;
		left_Y = Y + 7'd1;
		front_X = X - 8'd1;
		front_Y = Y;
		right_X = X - 8'd1;
		right_Y = Y - 7'd1;
	end
	7: begin
		left_X = X - 8'd1;
		left_Y = Y;
		front_X = X - 8'd1;
		front_Y = Y - 7'd1;
		right_X = X;
		right_Y = Y - 7'd1;
	end
endcase  
end
endmodule
module ant_nest_sniffer (
	input [X_bits-1:0] sniffX,
	input [Y_bits-1:0] sniffY,
	input [X_bits-1:0] ColonyX,
	input [Y_bits-1:0] ColonyY,
	output [15:0] nest_stench
);
wire [15:0] distance;
always_comb begin
	if(ColonyX > sniffX) begin
		if(ColonyY > sniffY) begin
			distance = (ColonyX - sniffX) - (ColonyY - sniffY);
			if(distance > 16'd128)
				nest_stench = 16'd0;
			else
				nest_stench = 16'd128 - distance;
		end 
		else begin
			distance = (ColonyX - sniffX) - (sniffY - ColonyY);
			if(distance > 16'd128)
				nest_stench = 16'd0;
			else
				nest_stench = 16'd128 - distance;
		end
	end
	else begin
		if(ColonyY > sniffY) begin
			distance = (sniffX - ColonyX) - (ColonyY - sniffY);
			if(distance > 16'd128)
				nest_stench = 16'd0;
			else
				nest_stench = 16'd128 - distance;
		end
		else begin
			distance = (sniffX - ColonyX) - (sniffY - ColonyY);
			if(distance > 16'd128)
				nest_stench = 16'd0;
			else
				nest_stench = 16'd128 - distance;
		end
	end
end
endmodule
module random_8 (
	input 		   	rand_clk,     
	input 		 	LD_seed,
	input [7:0] 	seed,
	output [7:0] 	value
);
wire feedback = value[7] ^ value[5] ^ value[4] ^ value[3] ^ value[0] + 1'd1;
always @(posedge rand_clk) begin
  if (LD_seed) 
    value <= seed;
  else
    value <= {value[6:0], feedback} ;
end
endmodule
module register #(N = 16) (
	input logic Ld,
				Clk,
				Clr,
	input logic [N-1:0] Data_In,
	output logic[N-1:0] Data_Out
	);
always_ff @(posedge Clk)
	begin
		if(Clr)
			Data_Out <= {N{1'b0}};
		else if(Ld)
			Data_Out <= Data_In;
		else
			Data_Out <= Data_Out;
	end
endmodule
==> run summary <==
The flow completed. The run finished with clean final reports. In the routed layout, each cell is associated on average with a via count of 5.92. Number of instances in the synthesized netlist landed at 3443. Of the cells placed in the final design, the portion with a size suffix greater than 1 is 9.22%. The total area inside the core boundary comes to 85100 sq um. Global-route wire length before repair landed at 166 mm. Among all cell types in the netlist, the one instantiated most often is sky130_fd_sc_hd__nor2_1. Distinct cell type count after synthesis landed at 110. Counting flops with an async set or reset pin after synthesis yields a share of 4.55%. Sum of met3 wire segment lengths after detailed routing landed at 11.9 mm. Worst setup slack for register-to-register paths landed at 12.51 ns. For this configuration, the core starts out at a cell density of 30.3%. During placement, the flow inserted port buffers numbering 223. Combined global-route utilization of all metal layers landed at 25.9%. Looking at the reg2reg group, the worst path ends at the_self.Data_Out[17]. Number of cells upsized or downsized after cts landed at 0. Netlist area before placement landed at 25800 sq um.

Required arrival time at the worst endpoint landed at 19.44 ns. By startpoint and endpoint, the worst setup path is classified as primary input to output pin. STA lists the startpoint of the worst hold path as magical_heart_of_whimsy.value[1]. Total routed wire length on the met1 layer landed at 49.6 mm. Number of antenna violations at the first check in global routing landed at 9. DRC violations left landed at 0. After layout, the setup clock skew is reported as 0.00560 ns.

The pin closest to its max-slew limit shows a slew of 0.936 ns. Share of Yosys cell area claimed by the top area cell type landed at 13.9%. STA shows the worst reg2reg path with a cell count of 41. Worst slack after detailed placement landed at 11.31 ns. The via count of the first global-routing pass is 25812. Per STA, the worst path accumulates the most delay in the family buffers and inverters. Tally of nets with antenna violations remaining after routing landed at 0.

STA classifies the critical path startpoint as a primary input. TritonCTS built the clock tree. Warnings raised by the tools during the run amount to 70. Setup TNS after final layout landed at 0 ns. Signal routing reaches up to met5. The largest total area in the synthesized netlist belongs to sky130_fd_sc_hd__ha_1. Cell count of the worst hold path landed at 4. After synthesis the netlist holds a flip-flop and latch count of 44. Combined buffer and inverter count along the critical path landed at 2. In the final routed layout, each cell accounts on average for 24.1 um.

The detailed router placed 27851 vias in this run. The worst hold path belongs to the class flop to flop. The share of the Yosys chip area taken by registers is 3.46%. Setup repair after global routing left no endpoint under its margin. In the Yosys report the total cell count is 3443. Number of iterations in the first detailed-routing pass landed at 7. Per the OpenROAD floorplan log, the area of the die is 87000 sq um. The worst path meets setup with 11.21 ns of slack. Final weighted congestion of routability-driven global placement landed at 1.05. In this run the core area contains 107 standard-cell rows. STA classifies the critical path endpoint as an output pin. The wire length recorded after detailed routing is 113 mm. The main area contributors are sky130_fd_sc_hd__ha_1, sky130_fd_sc_hd__mux4_2, sky130_fd_sc_hd__nor2_1, sky130_fd_sc_hd__a21oi_1, sky130_fd_sc_hd__xnor2_1. The timing report shows that the slowest cell on the worst path is sky130_fd_sc_hd__or4_1. Yosys mapped a number of flops with a built-in enable equal to 0.

Entering global routing, the biggest net connects 92 pins. Top-level port count landed at 225.

The report counts max-capacitance violations totalling 0. In this run the cell area measured after placement is 29300 sq um. Count of filler cells inserted in the layout landed at 8963. Arrival time of the worst setup path landed at 8.23 ns. The critical path maximum fanout is 5.

Per the synth stats, the flop cell with the highest instance count is sky130_fd_sc_hd__dfxtp_1. Register clock-pin slew on the reported worst setup and hold paths landed at 0.06 ns. After synthesis, the chip area reported by Yosys is 25800 sq um.

The final timing report lists a max-slew violation count of 0. The final timing report lists a hold violation count of 0. The end-of-flow timing check tallies setup violations at 0. Detailed routing placed a total of 47.5 mm of wire on met2. For reference, the top cells by count after synthesis are sky130_fd_sc_hd__nor2_1, sky130_fd_sc_hd__ha_1, sky130_fd_sc_hd__nand2_1. The worst pin sits at a relative slew slack of 37.5%. Recorded from the global router log, the overflow total was 0. Counting the warning lines in the Yosys log gives 104.

Half-perimeter wire length of the detailed placement result landed at 90.8 mm. The average instance in the mapped netlist occupies 7.48 sq um. The longest incremental delay of any stage on the critical path is reported as 0.66 ns. Count of buffers added by post-CTS timing repair for setup landed at 0.

The report lists the cells along the critical path as clkdlybuf4s50_1 -> xor2_1 -> a41oi_1 -> or4_1 -> mux2_2 -> nor2_1 -> nor3_1 -> nor3_1 -> mux2i_1 -> nand3_1 -> clkdlybuf4s50_1. Relative to the synthesized area, the layout overhead comes to 15.3%. Vertical die dimension landed at 295 um. The final report gives the standard cell area, fillers excluded, as 29700 sq um. The launch point of the worst register-to-register path is recorded as the_self.Data_Out[15]. The die is 295 um wide.

The worst hold path terminates at the_self.Data_Out[16]. For this design, the CTS-stage hold fixing added 0 buffers. First-iteration detailed-routing DRC count landed at 2675.
-- flip-flops by register name (all words and copies together), names as in the netlist --
name and flops:
magical_heart_of_whimsy.value 8, the_self.Data_Out 34, state 2
-- routing by layer --
layer | up-vias | GRT usage, %
met4 | 6 | 8.26
met5 | - | 0
met1 | 13165 | 37.0
met2 | 1352 | 37.3
met3 | 259 | 8.42
li1 | 13069 | -
-- logic make-up after synthesis --
group	after synthesis	share of synthesized area, %
fa+ha+maj	334	16.8
buf+inv	410	6.20
compound gates	1014	26.3
xor+xnor	260	9.26
other cells	2	0.0292
mux	276	17.6
flops	44	3.46
simple gates	1103	20.4
-- worst max-delay path by stage --
stage | start | to | cells after the start
CTS | render_Y[3] | renderAnt | 11
global route | render_Y[2] | renderAnt | 14
finish | render_Y[3] | renderAnt | 11
-- tightest hold or removal path, stage by stage (launching register included) --
cell and delay [ns]:
sky130_fd_sc_hd__dfxtp_1 0.29, sky130_fd_sc_hd__inv_1 0.07, sky130_fd_sc_hd__ha_1 0.27, sky130_fd_sc_hd__nand2_1 0.11, sky130_fd_sc_hd__o31a_1 0.11
-- final cells by class --
class / instances / area [sq um] / area share [%]
inverters: 187 / 702 / 2.36
multi-input cells: 3011 / 23400 / 78.9
clock buffers: 20 / 447 / 1.50
well taps: 1144 / 1430 / 4.82
clock inverters: 1 / 5.00 / 0.0168
repair buffers: 296 / 2790 / 9.40
diodes: 1 / 2.50 / 0.00842
flip-flops and latches: 44 / 900 / 3.03
-- metrics by stage --
step	util, %	hold slack [ns]	cells
6_report	34.9	0.440	4704
5_1_grt	34.9	0.468	4703
4_1_cts	34.9	0.422	4703
3_5_place_dp	34.4	0.443	4682
3_3_place_gp	34.4	0.438	4682
2_1_floorplan	-	0.434	3465
-- layout by cell type (no fill, tap or decap), types with 80 or more instances in the layout --
cell type / instances
sky130_fd_sc_hd__o21ai_0: 210
sky130_fd_sc_hd__xnor2_1: 132
sky130_fd_sc_hd__nand3_1: 80
sky130_fd_sc_hd__xor2_1: 117
sky130_fd_sc_hd__nand2_1: 266
sky130_fd_sc_hd__inv_1: 181
sky130_fd_sc_hd__mux4_2: 138
sky130_fd_sc_hd__ha_1: 284
sky130_fd_sc_hd__nor3_1: 93
sky130_fd_sc_hd__a21oi_1: 254
sky130_fd_sc_hd__clkdlybuf4s50_1: 223
sky130_fd_sc_hd__mux2i_1: 106
sky130_fd_sc_hd__nor2_1: 359
