==> flow/constraint.sdc <==
current_design env_cache

set clk_period 8.4
set clk_io_pct 0.2

create_clock -name clk0 -period $clk_period [get_ports {newLocClock}]

set non_clock_inputs [all_inputs -no_clocks]
set_input_delay [expr $clk_period * $clk_io_pct] -clock clk0 $non_clock_inputs
set_output_delay [expr $clk_period * $clk_io_pct] -clock clk0 [all_outputs]
==> flow/design.v <==
	parameter [5:0] X_bits=8;  
	parameter [X_bits-1:0] PIXELS_X=160;  
	parameter [5:0] Y_bits=7;  
	parameter [Y_bits-1:0] PIXELS_Y=120;  
	parameter [5:0] ANT_bits=34;  
	parameter [6:0] ANT_num_bits=10;
	parameter [ANT_num_bits-1:0] ANT_num=2;  
	parameter [2:0] NEST_num_bits=4;  
	parameter [NEST_num_bits-1:0] NEST_num=2;  
	parameter [2:0] SUGARPATCH_num_bits=4;  
	parameter [SUGARPATCH_num_bits-1:0] SUGARPATCH_num=4;  
	parameter [4:0] SIGNAL_bits=15;  
	parameter [SIGNAL_bits-1:0] ANT_SIGNAL_SPEW_RATE=2^12;  
	parameter [15:0] SIGNAL_DISP_MIN=2^3;
	parameter [15:0] SIGNAL_DISP_MAX=2^9;
	parameter [X_bits-1:0] NEST_RADIUS=4;	
	parameter [X_bits-1:0] SUGARPATCH_RADIUS=5;	
	parameter DEBUG_MODE=0;
	parameter DEBUG_RENDER_LOCS=1;
	parameter DEBUG_SETUP_ONLY=0;
	parameter DEBUG_SLOWDOWNFACTOR     = 50000000 * 2;
	parameter DEBUG_SLOWDOWNFACTOR_NLC = 50000000 / 2000;
module env_cache (
	input [SIGNAL_bits-1:0] viewSignal,
	input 					viewSugar,
	input newLocClock,
	input RESET_SIM,
	input [X_bits-1:0] writeLoc_X,
	input [Y_bits-1:0] writeLoc_Y,
	input RUN,
	output [7:0][SIGNAL_bits-1:0] surrounding_signals,
	output curSugar,
	output [SIGNAL_bits-1:0] curSignal
);
parameter loc_size=(SIGNAL_bits+1);
parameter cacheSize=((2*PIXELS_X + 3)*loc_size);
parameter writeLoc_index=((PIXELS_X+2)*loc_size);
parameter loc3_index = loc_size;
parameter loc4_index = loc_size+loc3_index;
parameter loc5_index = loc_size+loc4_index;
parameter loc2_index = writeLoc_index - loc_size;
parameter loc6_index = writeLoc_index+ loc_size;
parameter loc7_index = cacheSize-loc_size;
parameter loc0_index = loc7_index-loc_size;
parameter loc1_index = loc0_index-loc_size;
logic [cacheSize-1:0] shiftReg;
always_ff @(posedge newLocClock or posedge RESET_SIM) begin
	if(RESET_SIM) begin
		shiftReg <= 0;
	end else begin
		shiftReg <= { shiftReg[cacheSize-loc_size-1:0],viewSignal,viewSugar};
	end
end
always_comb begin
	if (RUN == 1'b0) begin
		surrounding_signals = 128'bX;
		curSugar = 1'bX;
		curSignal = 16'bX;
	end else begin
		surrounding_signals[3] = ((writeLoc_X==PIXELS_X-1)||(writeLoc_Y==PIXELS_Y-1)) ? 6'bX : 
					shiftReg[loc3_index+loc_size-1:loc3_index+1];  
		surrounding_signals[4] = ((writeLoc_Y==PIXELS_Y-1)) ? 6'bX : 
					shiftReg[loc4_index+loc_size-1:loc4_index+1];  
		surrounding_signals[5] = ((writeLoc_X==0)||(writeLoc_Y==PIXELS_Y-1)) ? 6'bX : 
					shiftReg[loc5_index+loc_size-1:loc5_index+1];  
		surrounding_signals[2] = ((writeLoc_X==PIXELS_X-1)) ? 6'bX : 
					shiftReg[loc2_index+loc_size-1:loc2_index+1];  
		curSugar = shiftReg[writeLoc_index];
		curSignal = shiftReg[loc_size+writeLoc_index-1:writeLoc_index+1];
		surrounding_signals[6] = ((writeLoc_X==0)) ? 6'bX : 
					shiftReg[loc6_index+loc_size-1:loc6_index+1];  
		surrounding_signals[1] = ((writeLoc_X==PIXELS_X-1)||(writeLoc_Y==0)) ? 6'bX : 
					shiftReg[loc1_index+loc_size-1:loc1_index+1];  
		surrounding_signals[0] = ((writeLoc_Y==0)) ? 6'bX : 
					shiftReg[loc0_index+loc_size-1:loc0_index+1];  
		surrounding_signals[7] = ((writeLoc_X==0)||(writeLoc_Y==0)) ? 6'bX : 
					shiftReg[loc7_index+loc_size-1:loc7_index+1];  
	end
end
endmodule
==> flow/run.sh <==
#!/bin/bash
# OpenROAD 26Q1-2900-gdf79404cd8, Yosys 0.63+post, stock flow scripts
make -C /OpenROAD-flow-scripts/flow DESIGN_CONFIG=/design/flow/config.mk WORK_HOME=/design/flow/orfs finish
==> flow/config.mk <==
export PLATFORM = sky130hd
export DESIGN_NAME = env_cache
export DESIGN_NICKNAME = env_cache
export VERILOG_FILES = /design/flow/design.v
export SDC_FILE = /design/flow/constraint.sdc
export NUM_CORES = 4
export LEC_CHECK = 1
export CORE_UTILIZATION = 40
==> results.cfg <==
; yosys + openroad results
[outcome]
run_status = finished, final reports clean

[die]
die_width_um = 564
io_pins = 170
fp-row-count = 206
dieHeight_um = 564
fp_util_pct = 40.2
core_um2 = 315000
die_area_um2 = 318000

[detailed_routing]
postRouteAntennaNets = 0
drc = 0
sum_of_routed_wire_length_over_all_layers_mm = 141
via_count = 41300
viasPerCell = 3.98
drt_iter0_drc = 2632
routed_wire_length_per_instance_um = 13.6
first_pass_iters = 4

[grt]
grt_first_pass_wirelength_mm = 247
total_track_usage_pct = 10.0
grt_max_degree = 153
grt_pass1_vias = 46100
grt_antenna_before_repair = 10
grt_overflow_total = 0

[synthesis]
synth_instances = 5171
synth-warning-count = 14
post_synth.cell_area_avg_um2 = 24.5
synth.distinct_cells = 17
mapped_cell_area_um2 = 126000
yosys_cells = 5171
synth.ff_latch_count = 5008
synth-seq-area-share_pct = 99.1
yosys_area_um2 = 126000

[cts]
worstSkewPairLatency_ps = 940
cts_root_buffer = sky130_fd_sc_hd__clkbuf_16
post_cts.repair.setup_buffers = 0
cts-buffers-inserted = 452
cts.sink_count = 5008
ctsResizeCount = 0
cts_tree = done
hold_fix_buffers_at_cts = 0
h_tree_depth = 5
clk_pin_slew_ps = 60
clock_tree.buffer_depth = 4

[worst_setup_path]
critPathBufInv = 4
cp_cell_sequence = clkdlybuf4s50_1 > or4_1 > nor2_4 > buf_4 > buf_4 > nor2b_1 > clkdlybuf4s50_1
worst-endpoint-required_ps = 6720
critPathSlowestCell = sky130_fd_sc_hd__or4_1
crit_family = buffers and inverters
worst-setup-path-type = in2out
timing.critical_path.from_type = input pin
critical-path-max-stage-delay_ps = 580
wp_data_arrival_ps = 4460
worst_setup_path_end_kind = primary output
worst-path-max-fanout = 28

[final_timing]
finalWorstPathRequiredPeriod_ps = 6140
slew_violations = 0
relative_slew_slack_pct = 35.5
post-route-period-util_pct = 73.1
peak_freq_mhz = 163
report.final.setup_viol = 0
timing.setup.tns_ps = 0
timing.clock.skew_ps = 64.3
timing_hold_violations_final = 0
tightestPinTransition_ps = 968
rsz0062_at_grt = false

[layout]
flow.area_growth_from_synthesis_pct = 18.3
post_layout_nonfiller_instances = 10400
register_with_the_highest_flop_count = shiftReg
finish.instance_area_um2 = 150000
final_layout_top_logic_cell = sky130_fd_sc_hd__dfrtp_1
final_cell_mix = 5008 x sky130_fd_sc_hd__dfrtp_1, 457 x sky130_fd_sc_hd__clkbuf_16, 168 x sky130_fd_sc_hd__clkdlybuf4s50_1
largest_register_ffs = 5008
largestRegisters = shiftReg x5008
fillCellCount = 24700
layout-drive-gt1-share_pct = 13.3

[power_and_ir_drop]
share_seq_of_total_power_pct = 53.5
power.density_nw_per_um2 = 304
p_leak_nw = 77.4
clkPwrFrac_pct = 45.3
combPwrFrac_pct = 1.1
switching_share_pct = 19.3
power.switching_mw = 8.79
power.internal_mw = 36.7
worst_ir_drop_vdd_v = 0.000205
pwr_total_mw = 45.5

[placed_design]
buffer_ports.inserted = 168
place_hpwl_mm = 60.5
gpl.final_weighted_congestion = 0.726
detailed_place.area_um2 = 134000
place_inst = 9543

[run]
cap_violations = 0
log.warning_count = 94

[worst_hold_path]
worst_hold_path_type = reg2reg
-- cells by family after synthesis --
| family | share of synthesized area, % |
|---|---|
| buf+inv | 0.167 |
| simple gates | 0.739 |
| flops | 99.1 |
-- through the flow --
step	hold WS (ps)	utilization, %	setup WS (ps)
floorplan	331	-	-63120
global placement	331	42.6	2120
detailed placement	335	42.6	2090
CTS	292	47.5	2060
global route	287	47.5	2070
finish	296	47.5	2260
-- area by class of cell --
type / count / area (um2) / area share [%]
clock inverters: 164 / 2150 / 1.44
well taps: 4160 / 5200 / 3.48
inverters: 1 / 7.51 / 0.00502
repair buffers: 243 / 2540 / 1.70
diodes: 3 / 7.51 / 0.00502
multi-input cells: 131 / 955 / 0.638
flip-flops and latches: 5008 / 125000 / 83.8
clock buffers: 669 / 13400 / 8.98
-- Yosys cell counts --
| library cell | instances | area (um2) |
|---|---|---|
| sky130_fd_sc_hd__and2b_2 | 5 | 43.8 |
| sky130_fd_sc_hd__buf_2 | 4 | 20.0 |
| sky130_fd_sc_hd__buf_4 | 15 | 113 |
| sky130_fd_sc_hd__buf_6 | 4 | 45.0 |
| sky130_fd_sc_hd__clkbuf_1 | 8 | 30.0 |
| sky130_fd_sc_hd__dfrtp_1 | 5008 | 125000 |
| sky130_fd_sc_hd__inv_1 | 1 | 3.75 |
| sky130_fd_sc_hd__nand2_1 | 2 | 7.51 |
| sky130_fd_sc_hd__nand4_1 | 2 | 12.5 |
| sky130_fd_sc_hd__nor2_2 | 1 | 6.26 |
| sky130_fd_sc_hd__nor2b_1 | 55 | 344 |
| sky130_fd_sc_hd__nor3_2 | 1 | 10.0 |
| sky130_fd_sc_hd__nor3b_1 | 60 | 450 |
| sky130_fd_sc_hd__nor4_2 | 1 | 12.5 |
| sky130_fd_sc_hd__nor4_4 | 1 | 21.3 |
| sky130_fd_sc_hd__or4_1 | 2 | 15.0 |
| sky130_fd_sc_hd__or4_4 | 1 | 11.3 |
-- routing by layer --
| metal | part of all wire (%) | GRT usage (%) | vias to the layer above |
|---|---|---|---|
| met1 | 49 | 18.8 | 22700 |
| li1 | - | - | 17500 |
| met4 | 3.3 | 3.09 | 0 |
| met3 | 7.0 | 2.93 | 399 |
| met2 | 40 | 12.2 | 785 |
| met5 | 0 | 0 | - |
-- power groups by stage --
stage         registers, mW  logic, mW  clock network (mW)
CTS                    24.4      0.553                21.5
global route           24.4      0.623                22.4
finish                 24.4      0.512                20.6
-- worst paths after layout --
kind	from	endpoint	depth (start not counted)	slack [ps]
max	writeLoc_X[5]	surrounding_signals[92]	7	2260
min	shiftReg[2542]	shiftReg[2558]	0	300
max reg2reg	shiftReg[2620]	shiftReg[2636]	0	7550
min reg2reg	shiftReg[2542]	shiftReg[2558]	0	300
max in group asynchronous	RESET_SIM	shiftReg[1780]	5	4700
min in group asynchronous	RESET_SIM	shiftReg[2335]	3	1850
No activity file was given, so power comes from the tool's default toggle rates.
