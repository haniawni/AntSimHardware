==> flow/design.v <==
	parameter [5:0] X_bits=8;  
	parameter [X_bits-1:0] PIXELS_X=160;  
	parameter [5:0] Y_bits=7;  
	parameter [Y_bits-1:0] PIXELS_Y=120;  
	parameter [5:0] ANT_bits=34;  
	parameter [6:0] ANT_num_bits=10;
	parameter [ANT_num_bits-1:0] ANT_num=2;  
	parameter [2:0] NEST_num_bits=4;  
	parameter [NEST_num_bits-1:0] NEST_num=2;  
	parameter [2:0] SUGARPATCH_num_bits=4;  
	parameter [SUGARPATCH_num_bits-1:0] SUGARPATCH_num=4;  
	parameter [4:0] SIGNAL_bits=15;  
	parameter [SIGNAL_bits-1:0] ANT_SIGNAL_SPEW_RATE=2^12;  
	parameter [15:0] SIGNAL_DISP_MIN=2^3;
	parameter [15:0] SIGNAL_DISP_MAX=2^9;
	parameter [X_bits-1:0] NEST_RADIUS=4;	
	parameter [X_bits-1:0] SUGARPATCH_RADIUS=5;	
	parameter DEBUG_MODE=0;
	parameter DEBUG_RENDER_LOCS=1;
	parameter DEBUG_SETUP_ONLY=0;
	parameter DEBUG_SLOWDOWNFACTOR     = 50000000 * 2;
	parameter DEBUG_SLOWDOWNFACTOR_NLC = 50000000 / 2000;
module initializer (
	input setup_clk,     
	input setup_rand_clk,  
	input RESET_SIM, 
	input [31:0] seed,
	input [X_bits-1:0] writeLoc_x,
	input [Y_bits-1:0] writeLoc_y,
	output SETUP_MODE,
	output [ANT_num_bits-1:0] ant_id,
	output [ANT_bits-1:0] ant_data,
	output [7:0] ant_rand_data,
	output [NEST_num_bits-1:0] nest_id,
	output [X_bits-1:0] nest_setup_x,
	output [Y_bits-1:0] nest_setup_y,
	input [NEST_num-1:0][X_bits-1:0] nests_X,
	input [NEST_num-1:0][Y_bits-1:0] nests_Y,
	output [SUGARPATCH_num_bits-1:0] patch_id,
	output SETUP_SUGARPLACE,
	output [X_bits-1:0] patch_setup_x,
	output [Y_bits-1:0] patch_setup_y,
	output [X_bits-1:0] collide_x,
	output [Y_bits-1:0] collide_y,
	input collision,
	input [X_bits-1:0] viewLoc_x,
	input [Y_bits-1:0] viewLoc_y,
	output HOLD_VIEWLOC, HOLD_WRITELOC,
	output [2:0] state_o,
	output [7:0] randVal_o,
	output LD_ant_ctr_o, LD_patch_ctr_o, LD_nest_ctr_o
);
wire LD_seed, LD_ant_ctr, LD_nest_ctr, LD_patch_ctr;
wire [31:0] randVal;
wire [NEST_num_bits-1:0] nest_id_ctr_in;
wire [ANT_num_bits-1:0] ant_id_ctr_in;
wire [SUGARPATCH_num_bits-1:0] patch_id_ctr_in;
wire local_clock;
enum logic [2:0] {  RESET_s,             
					LOAD_SEED,
                    SETUP_NESTS,
                    SETUP_ANTS,
                    SETUP_PATCHES,
                    SETUP_LOCATIONS,
                    SETUP_SUGAR,
                    RUN} state, next_state;
assign state_o = state;
assign randVal_o = randVal;
assign LD_patch_ctr_o = LD_patch_ctr;
assign LD_ant_ctr_o = LD_ant_ctr;
assign LD_nest_ctr_o = LD_nest_ctr;
assign local_clock = ((state<SETUP_LOCATIONS)?setup_clk: setup_rand_clk);
random_32 heart_of_chaos(.rand_clk(setup_rand_clk),.LD_seed (LD_seed),.seed(seed),.value(randVal));
register #(.N(ANT_num_bits)) ant_id_counter(.Ld(LD_ant_ctr),.Clk(setup_clk),.Clr(RESET_SIM),
						.Data_In(ant_id_ctr_in),.Data_Out(ant_id));
register #(.N(NEST_num_bits)) nest_counter(.Ld(LD_nest_ctr),.Clk(setup_clk),.Clr(RESET_SIM),
						.Data_In(nest_id_ctr_in),.Data_Out(nest_id));
register #(.N(SUGARPATCH_num_bits)) patch_counter(.Ld(LD_patch_ctr),.Clk(setup_clk),.Clr(RESET_SIM),
						.Data_In(patch_id_ctr_in),.Data_Out(patch_id));
always_ff @ (posedge local_clock or posedge RESET_SIM) begin
    if(RESET_SIM) begin
        state <= RESET_s;
    end
    else begin
        state <= next_state;
    end
end
always_comb begin
	next_state = state;
	unique case (state)
		RESET_s: begin
			next_state = LOAD_SEED;
		end
		LOAD_SEED: begin
			if(randVal>0)
				next_state = SETUP_NESTS;
		end
		SETUP_NESTS: begin
			if(nest_id >= NEST_num-1)
				next_state = SETUP_ANTS;
		end
		SETUP_ANTS: begin
			if(ant_id >= ANT_num-1)
				next_state = SETUP_PATCHES;
		end
		SETUP_PATCHES: begin
			if(patch_id >= SUGARPATCH_num-1)
				next_state = SETUP_LOCATIONS;
		end
		SETUP_LOCATIONS: begin
			if((viewLoc_x >= 2) && (viewLoc_y ==1))
				next_state = SETUP_SUGAR;
		end
		SETUP_SUGAR: begin
			if((writeLoc_x==PIXELS_X-1) && (writeLoc_y==PIXELS_Y-1))
				next_state = RUN;
		end
		RUN: begin
		end
	endcase  
end
always_comb begin
	LD_seed = 0;
	LD_nest_ctr = 0;
	nest_setup_x = 0;
	nest_setup_y = 0;
	nest_id_ctr_in = nest_id;
	LD_ant_ctr = 0;
	ant_data = 0;
	ant_rand_data = 0;
	ant_id_ctr_in = ant_id;
	LD_patch_ctr = 0;
	patch_setup_x = 0;
	patch_setup_y = 0;
	patch_id_ctr_in = patch_id;
	SETUP_SUGARPLACE = 0;
	collide_x = 8'h0;
	collide_y = 7'h0;
	SETUP_MODE = 1;
	HOLD_WRITELOC = 1;
	HOLD_VIEWLOC = 1;
	unique case (state)
		RESET_s: begin
			nest_id_ctr_in = 0;
			LD_nest_ctr = 1'b1;
			ant_id_ctr_in = 0;
			LD_ant_ctr = 1'b1;
			patch_id_ctr_in = 0;
			LD_patch_ctr = 1'b1;
			LD_seed = 1'b1;
		end
		LOAD_SEED: begin
			LD_seed = 1'b1;
		end
		SETUP_NESTS: begin
			nest_id_ctr_in = nest_id + 1;
			nest_setup_y = randVal[Y_bits-1:0];
			nest_setup_x = randVal[X_bits+Y_bits-1:Y_bits];
			collide_x = nest_setup_x;
			collide_y = nest_setup_y;
			LD_nest_ctr = ((nest_setup_x + NEST_RADIUS<PIXELS_X) && (nest_setup_x> NEST_RADIUS)
						 &&(nest_setup_y + NEST_RADIUS<PIXELS_Y) && (nest_setup_y>NEST_RADIUS)
						 && ~collision);
		end
		SETUP_ANTS: begin
			ant_id_ctr_in = ant_id+1;
			ant_data = {nests_X[ant_id % NEST_num], nests_Y[ant_id % NEST_num], 
							1'b0, randVal[2:0], 
						nests_X[ant_id % NEST_num], nests_Y[ant_id % NEST_num]};
			ant_rand_data = randVal[10:3];
			LD_ant_ctr = (ant_rand_data>0);
		end
		SETUP_PATCHES: begin
			patch_id_ctr_in = patch_id + 1;
			patch_setup_y = randVal[Y_bits-1:0];
			patch_setup_x = randVal[X_bits+Y_bits-1:Y_bits];
			collide_x = patch_setup_x;
			collide_y = patch_setup_y;
			LD_patch_ctr = ((patch_setup_x+SUGARPATCH_RADIUS<PIXELS_X) && (patch_setup_x>SUGARPATCH_RADIUS)
						  &&(patch_setup_y+SUGARPATCH_RADIUS<PIXELS_Y) && (patch_setup_y>SUGARPATCH_RADIUS)
						  && ~collision);
		end
		SETUP_LOCATIONS: begin
			HOLD_VIEWLOC = 0;
			if((viewLoc_x >= 1) && (viewLoc_y ==1))
				HOLD_WRITELOC = 0;
		end
		SETUP_SUGAR: begin
			HOLD_VIEWLOC = 0;
			HOLD_WRITELOC = 0;
			SETUP_SUGARPLACE=1;
		end
		RUN: begin
			HOLD_VIEWLOC = 0;
			HOLD_WRITELOC = 0;
			SETUP_MODE = 0;
		end
	endcase  
end
endmodule
module random_32 (
	input 		   	rand_clk,     
	input 		 	LD_seed,
	input [31:0] 	seed,
	output [31:0] 	value
);
wire feedback = (value[31] ^ value[21] ^ value[1] ^ value[0]) + 1'd1;
always @(posedge rand_clk) begin
  if (LD_seed)
    value <= seed;
  else
    value <= {value[30:0], feedback} ;
end
endmodule
module register #(N = 16) (
	input logic Ld,
				Clk,
				Clr,
	input logic [N-1:0] Data_In,
	output logic[N-1:0] Data_Out
	);
always_ff @(posedge Clk)
	begin
		if(Clr)
			Data_Out <= {N{1'b0}};
		else if(Ld)
			Data_Out <= Data_In;
		else
			Data_Out <= Data_Out;
	end
endmodule
==> flow/run.sh <==
#!/bin/bash
# OpenROAD 26Q1-2900-gdf79404cd8, Yosys 0.63+post, stock flow scripts
make -C /OpenROAD-flow-scripts/flow DESIGN_CONFIG=/design/flow/config.mk WORK_HOME=/design/flow/orfs finish
==> flow/config.mk <==
export PLATFORM = sky130hd
export DESIGN_NAME = initializer
export DESIGN_NICKNAME = initializer
export VERILOG_FILES = /design/flow/design.v
export SDC_FILE = /design/flow/constraint.sdc
export NUM_CORES = 4
export LEC_CHECK = 1
export CORE_UTILIZATION = 40
==> flow/constraint.sdc <==
current_design initializer

set clk_period 4.8
set clk_io_pct 0.2

create_clock -name clk0 -period $clk_period [get_ports {setup_clk}]
create_clock -name clk1 -period $clk_period [get_ports {setup_rand_clk}]

set non_clock_inputs [all_inputs -no_clocks]
set_input_delay [expr $clk_period * $clk_io_pct] -clock clk0 $non_clock_inputs
set_output_delay [expr $clk_period * $clk_io_pct] -clock clk0 [all_outputs]
==> reports/qor.yml <==
floorplan:
  die_height_um: 97.6
  num_rows: 34
  io_pins: 219
  fp_util_pct: 41.7
  die_w_um: 97.6
  dieArea_um2: 9520
  coreArea_um2: 8760
power_and_ir_drop:
  internal_power_mw: 1.90
  power.density_nw_per_um2: 490
  netSwitchingPower_mw: 1.03
  swShare_pct: 35.1
  leakage_nw: 2.25
  power_frac_comb_pct: 46.4
  ir_worst_vdd_uv: 273
  seq_power_share_pct: 31.9
  p_clk_share_pct: 21.7
finish:
  layout_top_cell: "clkdlybuf4s50_1"
  fillers: 727
  final_cell_mix: "clkdlybuf4s50_1, dfxtp_1, nor2_1"
  drive_gt1_share_pct: 12.2
  syn2layout_area_growth_pct: 63.5
hold_path:
  holdCritPathClass: "register to register"
synth:
  ys_area_um2: 3650
  synth_flops: 53
  yosys_warnings: 57
  syn_area_um2: 3650
  synthCells: 430
  ys_sh_simple_pct: 30.4
  edf_count: 0
  logic_family: "simple AND/OR/NAND/NOR gates"
  synth.avg_cell_area_um2: 8.50
  xor_area_share_pct: 3.60
  synth_cell_types: 61
  flop_cell: "dfxtp_1"
  ys_async_sr_fraction_pct: 5.66
  seq_area_frac_synth_pct: 29.5
  synthAdderAreaFrac_pct: 3.77
  ys_cells: 430
  aoi_share_pct: 8.15
  mux_share_pct: 13.9
final_timing:
  setup_viol: 0
  clock_skew_ps: 101
  tns_ps: 0
  final-hold-violation-count: 0
  maxSlewViolCount: 0
  worstMarginPinSlew_ps: 853
  slew-limit-headroom_pct: 42.9
  whs_ps: 493
  rsz0062_at_grt: "no"
global_route:
  antenna_found_initial: 0
  grt_max_degree: 37
  grt_pass1_vias: 3772
  overflow: 0
  grt_pass1_wl_mm: 18.9
  track_usage_pct: 25.0
clock_network:
  clk_pin_slew_worst_paths_ps: 70
  cts_tree: "done"
  ctsResizeCount: 0
  cts_hold_buf: 0
  postCtsSetupBuffers: 0
place:
  io_buffers: 216
  dp_hpwl_mm: 9.18
  place_congestion: 0.870
drt:
  viasPerCell: 5.20
  dr.pass1.iters: 5
  wire_per_inst_um: 16.3
  diodes: 0
  ant_nets: 0
  routed_wl_mm: 11.9
  drc: 0
  drt_first_iter_violations: 177
  num_vias: 3804
critical_path:
  r2r_setup_slack_ps: 2350
  crit_arrival_ps: 2990
  crit_start: "heart_of_chaos.value[3]"
  endpoint_kind: "primary output"
  critical_path.max_stage_delay_ps: 560
  critPathMaxFanout: 11
  crit_required_ps: 3840
  slowest_stage: "dfxtp_1"
  worstSetupPathDepth: 8
  crit_chain: "inv_1 -> ha_1 -> nand4_1 -> o21ai_0 -> nor3_4 -> inv_1 -> a21oi_1 -> clkdlybuf4s50_1"
  crit_end: "LD_nest_ctr_o"
  cp_common_cell: "inv_1"
  reg2reg_depth: 7
  worstSetupStartpointType: "register"
  crit_family: "buffers and inverters"
  worstReg2RegEnd: "state[1]"
  rr_startpoint: "state[0]"
  worst-path-buf-inv: 3
  criticalPathCategory: "register to primary output"
flow_run:
  warning_count: 34
  max-cap-violations: 0
status:
  outcome: "finished, final reports clean"
[power groups by stage]
stage                 Combinational (mW)  Sequential (mW)  Clock, mW
after global routing                1.48            0.971      0.677
after CTS                           1.37            0.936      0.652
final                               1.36            0.934      0.634
[how the worst min path moves through the flow]
stage	start	cells after the start	endpoint
after CTS	heart_of_chaos.value[17]	1	heart_of_chaos.value[18]
after global routing	heart_of_chaos.value[19]	1	heart_of_chaos.value[20]
final	patch_counter.Data_Out[3]	2	patch_counter.Data_Out[3]
[worst min-delay path, stage by stage, from the launching register on]
cell and delay, ps:
dfxtp_1 340, inv_1 60, o21ai_1 60
[stage by stage]
step | util, % | cells | total power, mW | worst slack, ps | cell area, µm²
after CTS | 68.1 | 731 | 2.96 | 814 | 5970
after global placement | 64.5 | 707 | 2.29 | 1130 | 5650
after detailed placement | 64.5 | 707 | 2.31 | 1120 | 5650
final | 68.1 | 731 | 2.92 | 854 | 5970
after global routing | 68.1 | 731 | 3.13 | 640 | 5970
after floorplan | - | 430 | 1.64 | 2180 | 3650
[cell type report]
type / count / area [µm²] / area share [%]
Clock inverter: 3 / 42.5 / 0.712
Clock buffer: 21 / 279 / 4.67
Sequential cell: 53 / 1080 / 18.0
Tap cell: 108 / 135 / 2.26
Inverter: 12 / 45.0 / 0.754
Multi-Input combinational cell: 313 / 2190 / 36.7
Timing Repair Buffer: 221 / 2200 / 36.8
[cell usage after synthesis, types with 11 or more instances]
| master | number | area [µm²] |
|---|---|---|
| dfxtp_1 | 50 | 1000 |
| nor2_1 | 43 | 161 |
| and2_1 | 34 | 213 |
| mux2_2 | 30 | 338 |
| buf_4 | 27 | 203 |
| nand2_1 | 24 | 90.1 |
| nand3_1 | 18 | 90.1 |
| and3_1 | 17 | 106 |
| mux2i_1 | 16 | 160 |
| nor4_1 | 12 | 75.1 |
| clkbuf_1 | 11 | 41.3 |
| ha_1 | 11 | 138 |
| inv_1 | 11 | 41.3 |
| xnor2_1 | 11 | 96.3 |
[registers in the layout, indices dropped and copies added (netlist names)]
| name | cells |
|---|---|
| ant_id_counter.Data_Out | 10 |
| heart_of_chaos.value | 32 |
| patch_counter.Data_Out | 4 |
| nest_counter.Data_Out | 4 |
| state | 3 |
[cells by family (layout without fill, tap and decap cells)]
| logic type | Yosys count | after routing |
|---|---|---|
| buf+inv | 64 | 257 |
| compound gates | 42 | 42 |
| flops | 53 | 53 |
| simple gates | 197 | 197 |
| xor+xnor | 15 | 15 |
| mux | 47 | 47 |
| fa+ha+maj | 11 | 11 |
| other cells | 1 | 1 |
[per-layer routing]
metal / vias to the layer above / wire length, µm / track usage [%]
met1: 1731 / 5020 / 32.7
met3: 16 / 1120 / 7.47
li1: 1852 / - / -
met5: - / 0 / 0
met2: 205 / 5620 / 42.2
met4: 0 / 167 / 3.96
Power figures rest on the tool's default switching activity, not on a simulated workload.
